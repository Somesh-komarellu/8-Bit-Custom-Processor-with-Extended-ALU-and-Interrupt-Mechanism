[flow/config.mk]
export PLATFORM = sky130hd
export DESIGN_NAME = Top_Level_Processor
export DESIGN_NICKNAME = Top_Level_Processor
export VERILOG_FILES = /design/flow/design.v
export SDC_FILE = /design/flow/constraint.sdc
export NUM_CORES = 4
export LEC_CHECK = 1
export CORE_UTILIZATION = 40
[flow/constraint.sdc]
current_design Top_Level_Processor

set clk_period 18.7
set clk_io_pct 0.2

create_clock -name clk0 -period $clk_period [get_ports {clk}]

set non_clock_inputs [all_inputs -no_clocks]
set_input_delay [expr $clk_period * $clk_io_pct] -clock clk0 $non_clock_inputs
set_output_delay [expr $clk_period * $clk_io_pct] -clock clk0 [all_outputs]
[flow/design.v]
module ALU(
    input [7:0] A,           
    input [7:0] B,           
    input [3:0] ALUControl,
    output reg [7:0] ALUResult   
);
always @(*) begin
    ALUResult = 8'hXX; 
    case (ALUControl)
        4'b0000: ALUResult = A + B;             
        4'b0001: ALUResult = A - B;             
        4'b0010: ALUResult = A & B;             
        4'b0011: ALUResult = A | B;             
        4'b0100: ALUResult = A ^ B;             
        4'b0101: ALUResult = A << 1;            
        4'b0110: ALUResult = A >> 1;            
        4'b0111: ALUResult = (B != 0) ? (A % B) : 8'hFF;  
        4'b1000: ALUResult = A * A;             
        4'b1001: ALUResult = {7'b0, ^(A)};      
        4'b1010: ALUResult = ~A;                
        default: ALUResult = 8'hXX;             
    endcase
end
endmodule
module Instruction_Decoder (
    input [7:0] instruction,
    output reg [3:0] alu_control_out,  
    output reg [1:0] rs1_addr,         
    output reg [1:0] rs2_addr,         
    output reg [1:0] rd_addr,          
    output reg RegWrite
);
always @(*) begin
    alu_control_out = instruction[7:4];
    rd_addr         = instruction[3:2];
    rs1_addr        = instruction[1:0];
    rs2_addr        = instruction[3:2];  
    if (instruction == 8'h00) begin
        RegWrite  = 1'b0;  
        alu_control_out = 4'b0000;
    end else begin
        RegWrite  = 1'b1;  
    end
end
endmodule 
module Instruction_Memory (
    input [7:0] address,      
    output reg [7:0] instruction  
);
    reg [7:0] memory [0:255];  
    integer i;  
initial begin
    for (i = 0; i < 256; i = i + 1) begin
        memory[i] = 8'h00;
    end
    memory[0] = {4'b0000, 2'b00, 2'b01};  
    memory[1] = {4'b0001, 2'b01, 2'b00};  
    memory[2] = {4'b1000, 2'b10, 2'b00};  
    memory[3] = {4'b0010, 2'b11, 2'b00};  
    memory[4] = {4'b0011, 2'b00, 2'b01};  
    memory[5] = {4'b0100, 2'b01, 2'b00};  
    memory[6] = {4'b0101, 2'b10, 2'b00};  
    memory[7] = {4'b0110, 2'b11, 2'b10};  
    memory[8] = {4'b0111, 2'b00, 2'b10};  
    memory[9] = {4'b1001, 2'b01, 2'b10};  
    memory[10] = {4'b1010, 2'b00, 2'b00};  
    memory[11] = 8'h00;
end
    always @(*) begin
        instruction = memory[address];
    end
endmodule
module Program_Counter (
    input clk,
    input reset,
    output reg [7:0] pc_out
);
    reg [7:0] return_address;  
always @(posedge clk or posedge reset) begin
    if (reset) begin
        pc_out <= 8'd0;
    end 
	else begin
        pc_out <= pc_out + 1;
    end
end
endmodule
module Reg_File(
    input clk,
    input reset,
    input RegWrite,  
    input [1:0] ReadReg1, ReadReg2, WriteReg,  
    input [7:0] WriteData,                
    output reg [7:0] ReadData1, ReadData2  
);
reg [7:0] registers [0:31];
integer i;
always @(posedge clk or posedge reset) begin
    if (reset) begin
        for (i = 0; i < 32; i = i + 1) begin
            registers[i] <= 8'b0;
        end
        registers[1] <= 8'd0;  
        registers[2] <= 8'd0;  
    end else if (RegWrite) begin  
        if (WriteReg < 4) begin  
            registers[WriteReg] <= WriteData;
        end
    end
end
always @(*) begin
    if (ReadReg1 < 4 && ReadReg2 < 4) begin  
        ReadData1 = registers[ReadReg1];
        ReadData2 = registers[ReadReg2];
    end else begin  
        ReadData1 = 8'hXX;
        ReadData2 = 8'hXX;
    end
end
endmodule
module Top_Level_Processor(
    input clk,
    input reset,
    input tb_RegWrite,       
    input [1:0] tb_WriteReg,
    input [7:0] tb_WriteData,
    output [7:0] pc_out,
    output [7:0] instruction,
    output [7:0] ALUResult_out
);
    wire [3:0] alu_control_signal_from_decoder;
    wire [1:0] dec_rs1_addr, dec_rs2_addr, dec_rd_addr;  
    wire [7:0] regData1, regData2;
    wire [7:0] alu_internal_result;
    wire id_RegWrite;  
    wire [7:0] pc_current;
    wire [7:0] instruction_fetched;
    Program_Counter PC_inst (
        .clk(clk),
        .reset(reset),
        .pc_out(pc_current)
    );
    Instruction_Memory IM_inst (
        .address(pc_current),
        .instruction(instruction_fetched)
    );
    Instruction_Decoder ID_inst (
        .instruction(instruction_fetched),
        .alu_control_out(alu_control_signal_from_decoder),
        .rs1_addr(dec_rs1_addr),
        .rs2_addr(dec_rs2_addr),
        .rd_addr(dec_rd_addr),
        .RegWrite(id_RegWrite)  
    );
    Reg_File RF_inst (
        .clk(clk),
        .reset(reset),
        .RegWrite(tb_RegWrite),
        .ReadReg1(dec_rs1_addr),
        .ReadReg2(dec_rs2_addr),
        .WriteReg(tb_RegWrite ? tb_WriteReg : dec_rd_addr),
        .WriteData(tb_RegWrite ? tb_WriteData : alu_internal_result),
        .ReadData1(regData1),
        .ReadData2(regData2)
    );
    ALU ALU_inst (
        .A(regData1),
        .B(regData2),
        .ALUControl(alu_control_signal_from_decoder),
        .ALUResult(alu_internal_result)
    );
    assign pc_out = pc_current;
    assign instruction = instruction_fetched;
    assign ALUResult_out = alu_internal_result;
endmodule
[flow/run.sh]
#!/bin/bash
# OpenROAD 26Q1-2900-gdf79404cd8, Yosys 0.63+post, stock flow scripts
make -C /OpenROAD-flow-scripts/flow DESIGN_CONFIG=/design/flow/config.mk WORK_HOME=/design/flow/orfs finish
==> Changelog: implementation <==
## Flow update

* Status: completed
* Reg2reg start: PC_inst.pc_out[3]$_DFF_PP0_
* Area leader share at 16.5%
* Power, Total at 0.00151 W
* Setup TNS at 0 ps
* Max-slew headroom at 42.4%
* Syn Std Cell Area at 6310 sq um
* Final Hold Viols at 0
* Async SR Flop Fraction at 100%
* Main area contributors: ha_1 (16%), dfrtp_1 (16%), mux2_2 (7.7%)
* DR DRC count at 0
* Clk slew on worst S/H paths at 60 ps
* Vias in the first global route at 5613
* CP startpoint: PC_inst.pc_out[1]$_DFF_PP0_
* Total wire length at 18.9 mm
* Ys Warns at 6
* Worst IR Drop VDD at 0.000142 V
* FP Rows at 45
* R2r setup slk at 17020 ps
* Largest net degree at the start of global routing at 41
* Diodes inserted at 0
* Most numerous logic cells after layout: ha_1 (83), inv_1 (58), nor2_1 (55), nand2_1 (45), mux2_2 (42)
* Reg2reg end: PC_inst.pc_out[7]$_DFF_PP0_
* Die Y at 128 um
* Post-synth EDFFs at 0
* Finished Layout Cells at 1026
* I/O Buffers at 36
* Post-Synthesis Cells at 756
* Die width at 128 um
* Sink Count at 40
* Setup crit end kind: output pin
* Main flop type: dfrtp_1
* Post-synthesis average cell area at 8.34 sq um
* Pwr dens at 205 nW/um^2
* Clk ins delay skew pair at 280 ps
* H-tree Lvls at 2
* Synth area leader: ha_1
* Clock Path Buffers at 2
* Maximum clock frequency at 55.9 MHz
* OpenROAD warning count at 42
* Floorplan Utilization at 41.2%
* Hold buffers post-CTS at 0
* WS Path Type: flop to output pin
* Yosys cell types at 77
* Setup crit start kind: flop
* Vias at 5978
* Routed len/inst at 18.4 um
* GP Congestion at 0.987
* IO Pins at 37
* # Cells Yosys at 756
* First-pass GRT wire length at 30.5 mm
* Cycle use final at 95.7%
* DP Worst Slack at 73.6 ps
* Largest fanout on the critical path at 16
* Slew @ Worst Pin at 842 ps
* Crit path largest cell delay at 510 ps
* Final setup viols at 0
* Iter 0 DRT Violations at 389
* Initial antenna violation count at 0
* CTS root buf: clkbuf_16
* Worst-case reg-to-reg path depth at 5
* Global route total overflow at 0
* Hold_sp: PC_inst.pc_out[2]$_DFF_PP0_
* GRT Total Usage at 24.6%
* CTS tree: built
* Seq share, synth at 15.9%
* Pre-Repair DR Iteration Count at 5
* Pleak at 3.27 nW
* Hold WC Path Type: flop to flop
* Die area at 16300 sq um
* Slew Limit Fails at 0
* Worst Path Required at 14960 ps
* Ys flops at 40
* WHS Path Cells at 1
* Syn-to-layout area delta at 17.1%
* CP arrival at 14150 ps
* Antenna viol nets, final at 0
* Final setup margin at 811 ps
* Crit-path most repeated cell: o21a_1
* Yosys Chip Area at 6310 sq um
* TritonCTS Buffers at 5
* Most instantiated logic cell after routing: ha_1
* Detail Placement HPWL at 15.0 mm
* Crit path time final at 17890 ps
* Share of layout cells above drive strength 1 at 16.1%
* Crit path max-delay cell type: a2111oi_4
* Maxcap violations at 0
* Drt via density at 5.83
* Placed cells at 1010
* Clock Skews at 0.604 ps
* Core area at 15300 sq um
* Worst Hold Path EP: PC_inst.pc_out[2]$_DFF_PP0_
==> critical path, delay by kind of cell, from the launching register on <==
kind            cells  cell delay, ps
mux                 3             920
buf+inv             8            1470
simple gates       11            1940
fa+ha+maj           8            2480
flops               1             490
compound gates     31            6590
==> logic make-up after synthesis <==
family	share of synthesized area [%]
XOR/XNOR	5.41
buffers and inverters	5.18
AND/OR/NAND/NOR	18.9
adder cells (fa/ha/maj)	20.0
AND-OR/OR-AND	22.7
multiplexers	12.0
flip-flops	15.9
==> cells in the mapped netlist (all sizes together), types with 13 or more instances <==
cell    instances
nor2b          13
inv            65
o21ai          45
mux2           43
nand2          45
clkbuf         13
nor2           55
a21oi          43
dfrtp          40
o21a           20
mux2i          25
nor3           27
xnor2          31
nand2b         17
nand3          15
ha             83
==> how the worst max path moves through the flow <==
stage | to | slack (ps)
global route | ALUResult_out[4] | -60
CTS | ALUResult_out[3] | 60
finish | ALUResult_out[4] | 810
==> layout make-up <==
type / instances / area (sq um)
tap: 211 / 264
clock buffer: 5 / 125
inverter: 65 / 244
sequential: 40 / 1000
timing repair buffer: 69 / 612
fill: 1423 / 7930
clock inverter: 3 / 42.5
multi-input combinational: 633 / 5100
==> report_power, final <==
| group | switching [W] | internal (W) |
|---|---|---|
| Sequential | 0.0000139 | 0.0000998 |
| Combinational | 0.000715 | 0.000590 |
| Clock | 0.0000336 | 0.0000626 |
==> through the flow <==
| step | cell area [sq um] | utilization, % | hold WS (ps) |
|---|---|---|---|
| global route | 7390 | 48.2 | 518 |
| CTS | 7230 | 47.2 | 512 |
| finish | 7390 | 48.2 | 510 |
| global placement | 7050 | 46.0 | 488 |
| detailed placement | 7050 | 46.0 | 504 |
| floorplan | 6310 | - | 479 |
==> layer usage <==
metal	wire length (um)	vias up	global-route usage (%)	share of wire, %
li1	-	2906	-	-
met1	8690	2805	36.6	46
met2	8450	231	38.4	45
met3	1240	36	2.82	6.6
met4	502	0	6.78	2.7
met5	0	-	0	0
==> sequential cells by signal, indices dropped and copies added (netlist names) <==
register and count:
RF_inst.registers 32, PC_inst.pc_out 8
==> timing repair <==
item,CTS,global route
pin swaps,0,7
buffers inserted,0,7
gates resized,3,27
setup endpoints to repair,7,8
cloned,0,1
Power and IR drop assume default switching activity.
